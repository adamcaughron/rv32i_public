==> /design/flow/design.v <==
module regfile (
    input clk,
    input rst_n,
    input [4:0] rd,
    input [4:0] rs1,
    input [4:0] rs2,
    input wr_en,
    input [31:0] wr_data,
    output [31:0] rd_rs1,
    output [31:0] rd_rs2
);
  reg [31:0] data[31:1];
  always @(posedge clk) begin
    if (rst_n && wr_en && (|rd)) data[rd] <= wr_data;
  end
  assign rd_rs1 = (rst_n && |rs1) ? data[rs1] : 32'b0;
  assign rd_rs2 = (rst_n && |rs2) ? data[rs2] : 32'b0;
endmodule
==> /design/flow/run.sh <==
#!/bin/bash
# OpenROAD 26Q1-2900-gdf79404cd8, Yosys 0.63+post, stock flow scripts
make -C /OpenROAD-flow-scripts/flow DESIGN_CONFIG=/design/flow/config.mk WORK_HOME=/design/flow/orfs finish
==> /design/flow/config.mk <==
export PLATFORM = sky130hd
export DESIGN_NAME = regfile
export DESIGN_NICKNAME = regfile
export VERILOG_FILES = /design/flow/design.v
export SDC_FILE = /design/flow/constraint.sdc
export NUM_CORES = 4
export LEC_CHECK = 1
export CORE_UTILIZATION = 50
==> /design/flow/constraint.sdc <==
current_design regfile

set clk_period 8.0
set clk_io_pct 0.2

create_clock -name clk0 -period $clk_period [get_ports {clk}]

set non_clock_inputs [all_inputs -no_clocks]
set_input_delay [expr $clk_period * $clk_io_pct] -clock clk0 $non_clock_inputs
set_output_delay [expr $clk_period * $clk_io_pct] -clock clk0 [all_outputs]
==> reports/writeup.txt <==
The flow ran to the end, and the final reports show no timing, DRC or antenna violations. The run gives 0.633 for the area share of the largest cell type after synthesis. The script reports the combined buffer and inverter count of the critical path as 3. The number of placed cells counting well taps came out at 4341. The dominant combinational cell family by area after synthesis is multiplexers.

The signal on the critical path passes through clkdlybuf4s50_1 -> or3b_2 -> nor2_4 -> buf_4 -> a22oi_1 -> nand4_1 -> clkdlybuf4s50_1. The most common cell after layout, fill and taps aside was sky130_fd_sc_hd__edfxtp_1. The worst setup path is launched from an input port. With the remaining global-route overflow at 0, the accumulated negative setup slack is 0 ns.

The worst setup path is of the in2out kind. The tools report the endpoint of the worst hold path as data[11][16]$_DFFE_PP_. Class of the worst hold path: in2reg. For the aggregate global-route resource usage, the log shows 0.380. The run gives 0.0470 mm^2 for the synthesized chip area reported by yosys.

The async set-reset flop share out of synthesis is 0, and the detailed-route vias per instance is 6.68. With the adder-cell share of the synthesized area at 0, the post-detailed-routing wire length is 161000 um. The data arrival time of the critical path was 4.99 ns; the peak supply drop was 0.176 mV. The synthesis report lists the most area-consuming cells as sky130_fd_sc_hd__edfxtp_1, sky130_fd_sc_hd__mux2i_1, sky130_fd_sc_hd__mux4_2, sky130_fd_sc_hd__a22oi_1, sky130_fd_sc_hd__nand3_1.

The number of flip-flops and latches in the synthesized netlist is 992. Detailed-route iteration 0 reported a violation count of 2229. According to the floorplan report, the placeable core area is 0.0932 mm^2. The critical-path maximum fanout is 16, and the actual transition at the worst max-transition pin is 1.18 ns.

Leaving out fill and tap cells, the most frequent cells in the layout are sky130_fd_sc_hd__edfxtp_1, sky130_fd_sc_hd__mux2i_1, sky130_fd_sc_hd__a22oi_1, sky130_fd_sc_hd__nand2_1, sky130_fd_sc_hd__buf_4. The worst path meets setup with 1.41 ns of slack. The logs give 96200 um for the estimated wirelength of the detail-placed design and 98 for the pin count of the biggest net entering global routing.

The largest registers in the layout are data (992). The run gives 0.0778 for the compound-cell area share of the yosys netlist. The run gives 0 as the DRC violation count after routing. The run gives 112 for the count of standard-cell rows. The tools report the iteration count of the initial detailed-routing pass as 5. The number of fill cells is 6980.

After synthesis, the design contains 3072 cells according to Yosys. The die area is 0.0953 mm^2, and the delay of the slowest cell on the worst path is 0.76 ns. The number of flip-flops in the largest register works out to 992. Setup repair after global routing left no endpoint under its margin. Buffers added to address setup during post-CTS repair amount to 0. The tools report the final estimated routing congestion in global placement as 0.922. Relative to the synthesized area, the layout overhead comes to 13.4%. The finished layout holds 4539 standard cells, fillers aside. The share of the core filled by cells before placement came out at 0.505. TritonCTS built the clock tree. From left edge to right edge, the die measures 309 um. For reference, the final report shows the max-slew violation count at 0.

The tree is rooted in a sky130_fd_sc_hd__clkbuf_16. In this build the clock could be raised as far as 152 MHz. The share of layout cells above drive strength 1 is 0.161, and the leakage power is 18.5 nW. The H-tree was split into 3 levels.

The number of antenna violations at the first check in global routing is 5. The number of instances in the synthesized netlist is 3072, and the buffer levels on the longest clock path is 3. The report lists the number of cells resized after CTS as 0. The xor and xnor area share after synthesis is 0. For the sequential fraction of the synthesis area, the log shows 0.633.

Among all flip-flop cells after synthesis, the most frequent one is sky130_fd_sc_hd__edfxtp_1. The final hold violation count recorded for this run is 0. The number of global-route vias before repair is 32400, and the area of combinational cells with multiple inputs is 0.0163 mm^2. The run gives 45 for the number of different library cells in the post-synthesis netlist. The number of cells on the worst hold path is listed as 2.

The multiplexer fraction of the synthesized cell area works out to 0.210. For this design, the CTS-stage hold fixing added 0 buffers. The area share of and/or/nand/nor cells after synthesis was 0.0500; the CTS clock-pin slew for the worst setup and hold paths was 0.06 ns. The number of clock sinks was 992; the footprint of the flip-flops and latches was 0.0298 mm^2. The tools report the instance area after placement as 0.0500 mm^2. The power per cell area is 216 mW/mm^2, and the post-synthesis average cell area is 15.3 um^2. The register with the most flip-flops in the final layout is data. For this block, the via count after detailed routing is 30300.

The most numerous cell on the critical path is sky130_fd_sc_hd__clkdlybuf4s50_1. The critical path endpoint category is an output pin. CTS added clock buffers totalling 103.

The run gives 0.572 for the fraction of the core area covered by cells at the end of the flow. The completed layout was analyzed and its total power is 11.5 mW. Nets still carrying antenna violations after routing amount to 0. The warning count from the yosys run is 1, and the number of warning messages in the logs is 25. The run gives 114 for the number of placed I/O pins. The layout stage reports a final design area of 0.0533 mm^2. The minimum clock period came out at 6.59 ns. The logs give 227000 um for the global-route wire length before repair and 1.58 ns for the setup slack after placement.

The count of buffers added on input and output ports is 113. The startpoint identified for the worst hold timing path is wr_data[16]. The synthesized design spends more area on one cell type than any other, namely sky130_fd_sc_hd__edfxtp_1. Family with the most delay on the worst path: buffers and inverters. The count of library flops with an enable pin came out at 992.

Hold is met by 1.73 ns. The tools report the netlist area before placement as 0.0470 mm^2. The die is 309 um tall. The end-of-flow timing check tallies setup violations at 0. Data on the critical path is required at its endpoint by 6.40 ns.

The period utilization works out to 0.824. Mean routed wirelength per cell: 35.4 um. For the normalized max-slew margin, the log shows 0.211. The largest individual stage delay along the critical path comes from the cell sky130_fd_sc_hd__or3b_2. The max capacitance violation total came out at 0.
[cell type report]
| cell class | instances | share of cell area |
|---|---|---|
| sequential | 992 | 0.558 |
| multi-input combinational | 1839 | 0.305 |
| clock buffer | 127 | 0.0520 |
| timing repair buffer | 254 | 0.0434 |
| tap | 1254 | 0.0294 |
| clock inverter | 64 | 0.0109 |
| antenna | 7 | 0.000328 |
| inverter | 2 | 0.000141 |
[power breakdown]
part           switching, mW  internal [mW]  leakage, nW
Combinational          0.638          0.360         7.99
Sequential            0.0146           5.76         8.92
Clock                   2.00           2.77         1.62
Total                   2.65           8.89         18.5
[worst max-delay path by stage]
stage                  start         end  slack, ns  cells past startpoint
final                  rst_n  rd_rs2[15]       1.41                      7
after global routing  rs1[2]  rd_rs1[23]       1.39                      8
after CTS              rst_n  rd_rs2[23]       1.56                      7
[logic make-up after synthesis]
family,after synthesis
simple gates,494
buf+inv,241
mux,854
compound gates,491
flops,992
[cells in the mapped netlist (12+ instances only)]
cell type and count:
sky130_fd_sc_hd__edfxtp_1 992, sky130_fd_sc_hd__a21oi_1 117, sky130_fd_sc_hd__mux4_2 101, sky130_fd_sc_hd__buf_2 49, sky130_fd_sc_hd__a22oi_1 224, sky130_fd_sc_hd__buf_6 23, sky130_fd_sc_hd__nand3_1 130, sky130_fd_sc_hd__buf_4 55
sky130_fd_sc_hd__nor2_1 95, sky130_fd_sc_hd__o22ai_2 30, sky130_fd_sc_hd__o22ai_1 12, sky130_fd_sc_hd__a211oi_1 32, sky130_fd_sc_hd__clkbuf_1 110, sky130_fd_sc_hd__mux2i_1 748, sky130_fd_sc_hd__o21ai_2 30, sky130_fd_sc_hd__nand2_1 148
sky130_fd_sc_hd__nand4_1 88
[per-layer routing]
metal / vias to the layer above / track usage / wire, um
met2: 2390 / 0.512 / 70000
li1: 12700 / - / -
met3: 359 / 0.317 / 31800
met5: - / 0.0662 / 462
met4: 17 / 0.111 / 6040
met1: 14900 / 0.470 / 52400
Power is estimated from default activity; no workload was simulated.
