==> design.v <==
module alu (
    output reg [31:0] rd_val,
    input [31:0] rs1_val,
    input [31:0] rs2_val,
    input [31:0] imm,
    input is_auipc,
    input is_beq,
    input is_bne,
    input is_blt,
    input is_bge,
    input is_bltu,
    input is_bgeu,
    input is_lb,
    input is_lh,
    input is_lw,
    input is_lbu,
    input is_lhu,
    input is_sb,
    input is_sh,
    input is_sw,
    input is_addi,
    input is_slti,
    input is_stliu,
    input is_xori,
    input is_ori,
    input is_andi,
    input is_slli,
    input is_srli,
    input is_srai,
    input is_add,
    input is_sub,
    input is_sll,
    input is_slt,
    input is_sltu,
    input is_xor,
    input is_srl,
    input is_sra,
    input is_or,
    input is_and
);
  always_comb begin
    case (1'b1)
      is_auipc: rd_val = rs1_val + $signed(imm);
      is_beq: rd_val = rs1_val == rs2_val;
      is_bne: rd_val = rs1_val != rs2_val;
      is_blt: rd_val = $signed(rs1_val) < $signed(rs2_val);
      is_bge: rd_val = $signed(rs1_val) >= $signed(rs2_val);
      is_bltu: rd_val = rs1_val < rs2_val;
      is_bgeu: rd_val = rs1_val >= rs2_val;
      (is_lb || is_lh || is_lw || is_lbu || is_lhu): rd_val = rs1_val + $signed(imm);
      (is_sb || is_sh || is_sw): rd_val = rs1_val + $signed(imm);
      is_addi:  rd_val = $signed(rs1_val) + $signed(imm);
      is_slti:  rd_val = $signed(rs1_val) < $signed(imm);
      is_stliu: rd_val = rs1_val < imm;
      is_xori:  rd_val = rs1_val ^ imm;
      is_ori:   rd_val = rs1_val | imm;
      is_andi:  rd_val = rs1_val & imm;
      is_slli: rd_val = rs1_val << imm;
      is_srli: rd_val = rs1_val >> imm;
      is_srai: rd_val = $signed(rs1_val) >>> imm;
      is_add: rd_val = $signed(rs1_val) + $signed(rs2_val);
      is_sub: rd_val = $signed(rs1_val) - $signed(rs2_val);
      is_sll:  rd_val = rs1_val << rs2_val[4:0];
      is_slt:  rd_val = $signed(rs1_val) < $signed(rs2_val);
      is_sltu: rd_val = rs1_val < rs2_val;
      is_xor: rd_val = rs1_val ^ rs2_val;
      is_srl: rd_val = rs1_val >> rs2_val[4:0];
      is_sra: rd_val = $signed(rs1_val) >>> rs2_val[4:0];
      is_or:  rd_val = rs1_val | rs2_val;
      is_and: rd_val = rs1_val & rs2_val;
      default: rd_val = {32{1'bx}};
    endcase
  end
endmodule
==> run.sh <==
#!/bin/bash
# OpenROAD 26Q1-2900-gdf79404cd8, Yosys 0.63+post, stock flow scripts
make -C /OpenROAD-flow-scripts/flow DESIGN_CONFIG=/design/flow/config.mk WORK_HOME=/design/flow/orfs finish
==> config.mk <==
export PLATFORM = sky130hd
export DESIGN_NAME = alu
export DESIGN_NICKNAME = alu
export VERILOG_FILES = /design/flow/design.v
export SDC_FILE = /design/flow/constraint.sdc
export NUM_CORES = 4
export LEC_CHECK = 1
export CORE_UTILIZATION = 50
==> constraint.sdc <==
current_design alu

set clk_period 22.9
set clk_io_pct 0.2

create_clock -name clk0 -period $clk_period

set non_clock_inputs [all_inputs -no_clocks]
set_input_delay [expr $clk_period * $clk_io_pct] -clock clk0 $non_clock_inputs
set_output_delay [expr $clk_period * $clk_io_pct] -clock clk0 [all_outputs]
==> results.toml <==
# synthesis and place-and-route metrics
[run_status]
status = "complete, but fails checks"
violations = "capacitance limit, slew limit"

[layout]
final_cell_count_no_fill = 3198
syn2layout_area_growth_pct = 9.88
fill_cells = 3482
clkbuf_count = 0
seq_cells = 0
flop_area_um2 = 0
postLayoutCoreUtil_pct = 55.6
drive_above_1_share_pct = 10.3

[run]
warning_count = 163
maxCapViolations = 1

[logic_synthesis]
synthesis.area_um2 = 18500
yosysUniqueCellTypes = 83
syn_inst = 2733
synthTopCellsByArea = "ha_1, mux4_2, a21oi_1"
synth_chip_area_um2 = 18500
ys_cells = 2733
synth_seq_share_pct = 0
syn_area_per_cell_um2 = 6.76
synth_warnings = 1
top_cell_area_share_pct = 13.1
top_area_cell = "ha_1"

[route]
first_pass_iters = 10
drtIter0Drc = 3394
vias = 24200
drc = 0
viasPerCell = 7.58
wl_um = 106000
avgRoutedWirePerCell_um = 33.3
antenna_left = 0

[setup_path]
cp_max_fo = 59
critical_path.top_delay_family = "AND-OR/OR-AND gates"
slowest_stage = "o21ai_0"
worst-path-stages = 15
cp_cell_sequence = "buf_2 > buf_4 > inv_1 > ha_1 > nor3_1 > o21ai_0 > a21oi_1 > o31ai_1 > o21ai_0 > a21boi_0 > nand2b_1 > a31oi_1 > o21ai_0 > a211o_1 > clkdlybuf4s50_1"
cp-start-kind = "primary input"
criticalPathCategory = "primary input to primary output"
end_kind = "primary output"
critical_path_required_ns = 18.32
cp_common_cell = "o21ai_0"
crit_arrival_ns = 10.16
cpPeakStageDelay_ns = 0.67
cp_num_buf_inv = 4

[sta]
slew_viol_final = 2
grt_setup_unrepaired = "false"
worst_hold_slack_ns = 10.25
setup_tns_ns = 0
fmaxAchievable_ghz = 0.0678
setup_viol = 0
slew_headroom_pct = -6.07
final-hold-violation-count = 0
tightest_slew_ns = 1.57
period_used_pct = 64.4
period_needed_ns = 14.74

[hold_path]
hp-start = "is_auipc"
hold_end = "rd_val[0]"
hold_depth = 4
hp-class = "primary input to primary output"

[global_route]
grt_overflow_total = 0
grt_pass1_vias = 22500
track_usage_pct = 57.0
grt_antenna_before_repair = 8
grt_pass1_wl_um = 153000
grt_max_degree = 73

[floorplanning]
die_y_um = 194
initCoreUtil_pct = 50.6
die-area_um2 = 37700
core-area_um2 = 36500
io_pins = 162
die_w_um = 194
std_cell_rows = 70

[clock_network]
hold_buffers = 0
post_cts_resize_count = 0
post_cts_buffers = 0

[placed_design]
io_buffer_count = 161
gp_congestion = 1.22
dpl.cell_count = 3193
hpwlAfterDp_um = 77000

[power]
power_leakage_nw = 8.11
ir_worst_vdd_mv = 0.0241
internal_power_uw = 186
p_sw_share_pct = 64.1
powerDensity_nw_per_um2 = 25.6
total_power_uw = 519
p_switching_uw = 333
-- how the worst max path moves through the flow --
stage               start          to
CTS            rs2_val[4]  rd_val[28]
global route  rs1_val[10]  rd_val[28]
finish         rs2_val[4]  rd_val[28]
-- layer usage --
layer  share of wire (%)  GRT usage, %  routed length (um)
met5               0.025         0.255                  27
met4                  10          43.2               11000
met3                  17          30.2               18200
met2                  40          78.9               42300
met1                  33          66.3               35000
-- logic make-up (layout without fill, tap and decap cells) --
group	count (synthesis)	count (layout)	share of synthesized area (%)
muxes	229	229	19.8
and+or+nand+nor	828	828	20.2
xor gates and xnor gates	17	17	0.806
adders and majority gates	196	196	13.4
AOI/OAI and AO/OA	1025	1025	36.5
buffers and inverters	438	430	9.18
other	0	5	0
-- stage by stage --
stage | setup WS, ns | instance area (um^2)
after floorplan | 9.59 | 18500
after CTS | 8.41 | 20300
final | 8.16 | 20300
after detailed placement | 8.42 | 20300
after global placement | 8.43 | 20300
after global routing | 8.00 | 20300
-- worst min-delay path, stage by stage --
cell	delay, ns
clkdlybuf4s50_1	0.48
nand2_1	0.12
a31oi_1	0.09
clkdlybuf4s50_1	0.39
-- synthesized netlist by cell type, drive strengths merged, types with 8 or more instances --
| library cell | number |
|---|---|
| and3 | 15 |
| mux2 | 36 |
| or3 | 11 |
| o21ai | 226 |
| a22oi | 18 |
| nand4 | 13 |
| nor2b | 24 |
| o21a | 18 |
| o211ai | 44 |
| o31a | 10 |
| mux2i | 87 |
| nor4 | 30 |
| a311oi | 13 |
| o31ai | 20 |
| a21o | 30 |
| ha | 193 |
| nor3 | 86 |
| a21oi | 266 |
| inv | 177 |
| clkbuf | 205 |
| and2 | 15 |
| o22ai | 33 |
| a2111oi | 17 |
| a211o | 24 |
| nand2b | 21 |
| a32oi | 8 |
| a211oi | 55 |
| a31oi | 46 |
| or4 | 10 |
| o311ai | 11 |
| a221oi | 35 |
| buf | 54 |
| mux4 | 106 |
| o221ai | 18 |
| or2 | 11 |
| o2111ai | 12 |
| nand2 | 224 |
| nor2 | 310 |
| o21bai | 22 |
| xnor2 | 13 |
| nand3 | 43 |
| a221o | 13 |
-- cell usage in the layout, fill, tap and decap left out, drive strengths merged, types with 46 or more instances in the layout --
cell	n
a211oi	55
a21oi	266
a31oi	46
buf	102
clkdlybuf4s50	149
ha	193
inv	177
mux2i	87
mux4	106
nand2	224
nor2	310
nor3	86
o21ai	226
-- final cells by class --
type	count	area, um^2	area share, %
Tap cell	468	586	2.89
Inverter	179	672	3.31
Timing Repair Buffer	251	2240	11.0
Multi-Input combinational cell	2295	16800	82.7
Antenna cell	5	12.5	0.0616
-- power groups by stage --
| stage | Combinational, mW | Sequential (mW) | Clock [mW] |
|---|---|---|---|
| 5_1_grt | 0.540 | 0 | 0 |
| 4_1_cts | 0.489 | 0 | 0 |
Power figures rest on the tool's default switching activity, not on a simulated workload.
